`design/flow/design.v`:
```
module DDS (
    input wire clk,                         
    input wire reset,                       
    input wire [9:0] freq_ctrl,             
    output reg [5:0] ramp_out,              
    output reg square_out                   
);
    reg [17:0] phase_acc;                   
    always @(posedge clk or posedge reset) begin
        if (reset) 
            phase_acc <= 18'd0;             
        else 
            phase_acc <= phase_acc + {6'd0, 2'b00, freq_ctrl};  
    end
    always @(posedge clk or posedge reset) begin
        if (reset) begin
            ramp_out <= 6'd0;
            square_out <= 1'b0;
        end else begin
            ramp_out <= phase_acc[17:12];   
            square_out <= phase_acc[17];    
        end
    end
endmodule
```
`design/flow/run.sh`:
```
#!/bin/bash
# OpenROAD 26Q1-2900-gdf79404cd8, Yosys 0.63+post, stock flow scripts
make -C /OpenROAD-flow-scripts/flow DESIGN_CONFIG=/design/flow/config.mk WORK_HOME=/design/flow/orfs finish
```
`design/flow/config.mk`:
```
export PLATFORM = sky130hd
export DESIGN_NAME = DDS
export DESIGN_NICKNAME = DDS
export VERILOG_FILES = /design/flow/design.v
export SDC_FILE = /design/flow/constraint.sdc
export NUM_CORES = 4
export LEC_CHECK = 1
export CORE_AREA = 10 10 91 91
export DIE_AREA = 0 0 101 101
```
`design/flow/constraint.sdc`:
```
current_design DDS

set clk_period 7.1
set clk_io_pct 0.2

create_clock -name clk0 -period $clk_period [get_ports {clk}]

set non_clock_inputs [all_inputs -no_clocks]
set_input_delay [expr $clk_period * $clk_io_pct] -clock clk0 $non_clock_inputs
set_output_delay [expr $clk_period * $clk_io_pct] -clock clk0 [all_outputs]
```
==> job_summary.md <==
## PnR job results

| Metric | Value |
|---|---|
| Initial Utilization | `21.7%` |
| Root buffer cell | `clkbuf_8` |
| Total Wirelength | `2710 um` |
| GPL Wtd Cong | `0.791` |
| Worst setup EP type | `register` |
| Worst EP arrival | `3.60 ns` |
| Die Wd | `101 um` |
| Gr usage total | `5.46%` |
| Setup Viol. Count Final | `0` |
| Post-Syn Area | `1380 um2` |
| Max-slew headroom | `57.8%` |
| Share of the synthesized area in the top cell type | `43.7%` |
| Slew Limit Fails | `0` |
| Setup slack, reg-to-reg | `4.97 ns` |
| Largest net degree at the start of global routing | `25` |
| Setup CP Type | `input port to register` |
| Fill count | `662` |
| WHS | `0.411 ns` |
| Final Power | `690 uW` |
| Seq/Total Area, Yosys | `43.7%` |
| Nature of the critical path startpoint | `input port` |
| Top cells by area | `dfrtp_1, ha_1, a21oi_1` |
| Row count | `29` |
| Pleak | `0.711 nW` |
| I/O Pins | `19` |
| Setup_tns | `0 ns` |
| Mapped Cells | `138` |
| Comb area | `707 um2` |
| Min Clock Period, post-route | `3.41 ns` |
| Port Buffers | `18` |
| CP top delay family | `AND-OR/OR-AND gates` |
| Cell Chain, Critical Path | `clkdlybuf4s50_1 > ha_1 > inv_1 > fa_1 > nand2b_1 > a21oi_1 > o21ai_2 > a2111oi_2 > xor2_1` |
| Layout area overhead | `22.7%` |
| Synth Register Bits | `24` |
| CTS Hold Bufs | `0` |
| Global-route wire length before repair | `4660 um` |
| ANT nets after route | `0` |
| Syn_area_per_cell | `9.96 um2` |
| Max Fclk | `293 MHz` |
| Pwr/cell area | `409 nW/um2` |
| Status | `completed` |
| Sequential cell area | `601 um2` |
| Post_cts resized | `0` |
| Clock Pin Slew Worst Setup and Hold Paths | `0.09 ns` |
| Vias in the first global route | `1015` |
| Late-Pin Clk Latency | `0.27 ns` |
| Unique cell types | `40` |
| Share of layout cells above drive strength 1 | `7.05%` |
| H-tree depth | `1` |
| Worst-margin pin slew | `0.628 ns` |
| Dominant cell type by area after synthesis | `dfrtp_1` |
| CTS Sinks | `24` |
| Max clock buf depth | `2` |
| Unrepaired setup endpoints after global routing | `false` |
| Max-cap violations | `0` |
| TritonCTS clock tree | `built` |
| CP required | `7.29 ns` |
| Min-delay worst type | `register to register` |
| Num CTS Buffers | `3` |
| Core ar. | `6350 um2` |
| Drt pass-1 iters | `4` |
| Tcrit/Tclk final | `48.0%` |
| # diodes | `0` |
| Residual DRC count | `0` |
| Ys Warns | `1` |
| Grt total ovfl | `0` |
| Post-CTS setup buffer count | `0` |
| Hpwl dp | `2060 um` |
| Vias | `1029` |
| Die Height | `101 um` |
| Worst clock skew | `0.00503 ns` |
| Number of DRC markers in iteration 0 | `34` |
| Worst path bufs/invs | `2` |
| Max incr delay on CP | `0.46 ns` |
| Top cell excl fill/tap | `dfrtp_1` |
| CP max stage cell | `clkdlybuf4s50_1` |
| Synthesis area per yosys | `1380 um2` |
| Top cells excl fill/tap | `dfrtp_1, clkdlybuf4s50_1, inv_1, nand2_1, a21oi_1` |
| CP Max Fanout | `4` |
| Die Size | `10200 um2` |
| WL per Instance | `11.6 um` |
| Post-DR vias/cell | `4.42` |
| # Cells Yosys | `138` |
| Initial antenna violation count | `0` |
| Final hold viol count | `0` |
| Peak supply drop | `0.127 mV` |
| Log Warnings | `25` |
==> area by class of cell <==
type	instances	area share [%]
Clock buffer	4	3.26
Inverter	11	2.45
Multi-Input combinational cell	98	41.9
Sequential cell	24	35.6
Tap cell	77	5.71
Timing Repair Buffer	19	11.1
==> kinds of logic after synthesis <==
logic type	count (synthesis)	synth area share, %
adder cells (fa/ha/maj)	11	10.6
multiplexers	3	2.27
buffers and inverters	16	4.91
flip-flops	24	43.7
AND-OR/OR-AND	33	17.2
XOR/XNOR	10	6.37
AND/OR/NAND/NOR	41	15.0
==> where the power goes <==
group	internal, mW	switching, mW
Combinational	0.170	0.190
Sequential	0.202	0.0346
Clock	0.0495	0.0451
==> synth_stat cells (all sizes together) <==
cell type and n:
nor4 3, nor2 7, or4b 1, nand4 3, a2111oi 1, a311oi 1, nand3 2, and3 3
a211o 2, o2111ai 1, a311o 1, mux2 1, clkbuf 2, nor3b 1, a21oi 13, a31oi 1
o21ai 4, nand2b 2, a21o 2, buf 3, ha 10, nor3 6, o311a 1, a21boi 1
nand2 11, dfrtp 24, o311ai 2, xnor2 6, nor2b 2, fa 1, xor2 4, inv 11
mux2i 2, o211ai 3
==> sequential cells by signal (all words and copies together) (netlist names) <==
name and flops:
ramp_out 6, phase_acc 18
==> worst paths after layout <==
kind                               startpoint       endpoint  cells after the start
worst min register to register  phase_acc[14]    ramp_out[2]                      0
worst max-delay path             freq_ctrl[0]  phase_acc[16]                      9
worst max register to register   phase_acc[0]  phase_acc[16]                      8
min in group asynchronous               reset   phase_acc[0]                      3
max in group asynchronous               reset  phase_acc[15]                      3
worst min-delay path            phase_acc[14]    ramp_out[2]                      0
==> stage by stage <==
stage	worst slack (ns)	utilization [%]	cell area (um2)	cells
after CTS	3.70	26.6	1690	233
after global placement	3.46	25.7	1630	229
after detailed placement	3.43	25.7	1630	229
final	3.69	26.6	1690	233
after floorplan	4.04	-	1380	138
after global routing	3.56	26.6	1690	233
==> routing by layer <==
layer  up-vias  routed length (um)  global-route usage, %  part of all wire [%]
li1        529                   -                      -                     -
met1       486                1400                   7.76                    52
met2        12                1180                   8.70                    44
met3         2                  75                  0.762                   2.8
met4         0                  48                   1.07                   1.8
met5         -                   0                      0                     0
Power figures rest on the tool's default switching activity, not on a simulated workload.
