### config.mk
export PLATFORM = sky130hd
export DESIGN_NAME = FSM_sub
export DESIGN_NICKNAME = FSM_sub
export VERILOG_FILES = /design/flow/design.v
export SDC_FILE = /design/flow/constraint.sdc
export NUM_CORES = 4
export LEC_CHECK = 1
export CORE_AREA = 10 10 70 70
export DIE_AREA = 0 0 80 80
### constraint.sdc
current_design FSM_sub

set clk_period 1.6
set clk_io_pct 0.2

create_clock -name clk0 -period $clk_period [get_ports {CLK}]

set non_clock_inputs [all_inputs -no_clocks]
set_input_delay [expr $clk_period * $clk_io_pct] -clock clk0 $non_clock_inputs
set_output_delay [expr $clk_period * $clk_io_pct] -clock clk0 [all_outputs]
### design.v
module FSM_sub (
    input wire VCOMP,        
    input wire VRESET,       
    input wire VENABLE,      
    input wire CLK,          
    output reg [2:0] VOUT,   
	output reg BITOUT	   
);
    reg [1:0] current_state, next_state;
    always @(*) begin
        case (current_state)
            2'b11: begin
                if (VRESET)
                    next_state = 2'b11;
                else if (VENABLE)
                    next_state = (VCOMP) ? 2'b01 : 2'b10;
                else
                    next_state = 2'b11;
            end
            2'b01: begin
                if (VRESET)
                    next_state = 2'b11;
                else if (!VENABLE)
                    next_state = 2'b01;
                else if (!VCOMP)
                    next_state = 2'b10;
                else
                    next_state = 2'b01;
            end
            2'b10: begin
                if (VRESET)
                    next_state = 2'b11;
                else if (!VENABLE)
                    next_state = 2'b10;
                else if (VCOMP)
                    next_state = 2'b01;
                else
                    next_state = 2'b10;
            end
            default: next_state = 2'b11;  
        endcase
    end
    always @(posedge CLK or posedge VRESET) begin
        if (VRESET)
            current_state <= 2'b11;  
        else
            current_state <= next_state;  
    end
    always @(posedge CLK) begin
        case (current_state)
            2'b11:     begin BITOUT <= BITOUT; end  
            2'b01: begin BITOUT <= 1'b1; end  
            2'b10:  begin BITOUT <= 1'b0; end  
            default:    begin BITOUT <= 1'b0; end  
        endcase
    end
    always @(*) begin
        case (current_state)
            2'b11:     begin VOUT = 3'b100; end  
            2'b01: begin VOUT = 3'b001; end  
            2'b10:  begin VOUT = 3'b010; end  
            default:    begin VOUT = 3'b100; end  
        endcase
    end
endmodule
### run.sh
#!/bin/bash
# OpenROAD 26Q1-2900-gdf79404cd8, Yosys 0.63+post, stock flow scripts
make -C /OpenROAD-flow-scripts/flow DESIGN_CONFIG=/design/flow/config.mk WORK_HOME=/design/flow/orfs finish
==> flow_summary.ini <==
; synthesis and place-and-route metrics
[run_status]
status = finished, final reports clean

[setup_path]
crit_slowest_cell = clkdlybuf4s50_1
path_max_fanout = 2
crit_required_ns = 1.28
critPathLaunchType = register
critPathArrivalTime_ns = 1.21
r2r_slack_ns = 0.80
cp_cell_sequence = nor2_1 -> clkdlybuf4s50_1
worst_r2r_path_depth = 3
endpoint_kind = output port
crit_type = reg2out
slowest_delay_ns = 0.49

[place]
place_area_um2 = 275
dp_hpwl_um = 334
numPortBuffers = 7
dp_worst_setup_slack_ns = 0.255
place.gp.congestion = 0.578

[logic_synthesis]
yosys.stat.seqShare = 0.685
ys_types = 9
ys_seq_elements = 4
top_cell_area_share = 0.323
ys_area_um2 = 155
synth_area_per_cell_um2 = 11.1
ys_cells = 14
topCellsByArea = dfrtp_1 (32%), edfxtp_1 (19%), dfstp_2 (17%), nor2_1 (7.3%), mux2i_1 (6.5%)
top_area_cell = dfrtp_1
yosysWarnings = 1
synthCells = 14
netlist_area_um2 = 155

[pwr]
p_leak_nw = 0.125
p_int_mw = 0.232
vdd_drop_max_mv = 0.346
combinationalPowerShare = 0.129
p_per_area_mw_per_mm2 = 937
p_sw_mw = 0.0643
seq_power_share = 0.390
power.share.switching = 0.217
clockPowerShare = 0.481
totalPowerFinal_mw = 0.297

[cts]
post_cts_resized = 0
holdBufCountCts = 0
clkSlewWorstSetupHoldPaths_ns = 0.04
cts_tree = yes
cts_buffers = 3
clock_path_buffers = 2
root_buffer = clkbuf_4
cts_sinks = 4
clk_latency_ns = 0.24
htreeDepth = 1

[sta]
rsz0062_at_grt = no
hold_violations = 0
fmax_ghz = 0.653
setup_viol = 0
post-route-period-util = 0.957
maxSlewViolCount = 0
finalCriticalPeriod_ns = 1.53
setup_tns_ns = 0
tightest_slew_ns = 0.167
slew_headroom = 0.888
setup_slack_ns = 0.0682
skew_ns = 0.00763

[finish]
postLayoutCellArea_um2 = 317
final_layout_top_logic_cells = clkdlybuf4s50_1 (7), nor2_1 (3), clkbuf_4 (3)
final.fill_count = 407
finish.utilization = 0.0927
lay_top_count = clkdlybuf4s50_1
drive_gt1_frac = 0.240
area_growth_pct = 104

[global_routing]
grt_first_pass_wirelength_um = 703
grt_max_degree = 5
grt_pass1_vias = 154
grt_overflow = 0
antenna_found_initial = 0
grt_usage = 0.0146

[routing]
wl_um = 450
viasPerCell = 1.90
first_iter_violations = 2
n_antenna_cell = 0
dr.pass1.iters = 2
vias = 135
wl_per_cell_um = 6.34
drc = 0
ant_nets = 0

[floorplan]
rows = 21
io_pins = 8
die_h_um = 80
fp-utilization = 0.0454
dieArea_mm2 = 0.00640
fp.coreArea_mm2 = 0.00342
die_x_um = 80

[hold_path]
min_path_type = in2async

[job]
maxCapViolCount = 0
warnings = 25
## power by group through the flow
stage	Combinational [mW]	Clock, mW	Sequential [mW]
final	0.0382	0.143	0.116
after global routing	0.0426	0.159	0.116
after CTS	0.0359	0.147	0.117
## state kept, by name, summed over array words and instances (netlist names)
signal	count
current_state	3
BITOUT	1
## kinds of logic after synthesis
kind of cell / after synthesis / share of synthesized area
multiplexers: 1 / 0.0645
buffers and inverters: 4 / 0.0968
flip-flops: 4 / 0.686
AND-OR/OR-AND: 2 / 0.0806
AND/OR/NAND/NOR: 3 / 0.0726
## Yosys cell counts
cell and n:
nor2_1 3, inv_1 2, dfrtp_1 2, clkbuf_1 2
a211oi_1 1, edfxtp_1 1, dfstp_2 1, mux2i_1 1
o21ai_0 1
## repair_timing
| action | 4_1_cts | 5_1_grt |
|---|---|---|
| setup endpoints to repair | 1 | 1 |
| setup buffers | 1 | 1 |
| pin swaps | 0 | 0 |
## cell type report
type	instances	area (µm²)	area share
sequential	4	106	0.336
timing repair buffer	9	85.1	0.269
tap	46	57.6	0.182
multi-input combinational	6	33.8	0.107
clock buffer	4	26.3	0.0830
inverter	2	7.51	0.0237
## through the flow
stage                     instances  hold WS [ns]
after global routing             71         0.334
after floorplan                  14        0.0787
after CTS                        70         0.319
after detailed placement         65         0.493
final                            71         0.324
after global placement           65         0.479
## critical path, delay by kind of cell, from the launching register on
family	cells	cell delay, ns
buffers and inverters	1	0.49
flip-flops	1	0.38
AND/OR/NAND/NOR	1	0.11
## per-layer routing
layer | GRT usage | wire, µm | share of wire
met4 | 0.00176 | 8 | 0.018
met5 | 0 | 0 | 0
met2 | 0.0120 | 99 | 0.22
met3 | 0.0182 | 87 | 0.19
met1 | 0.0207 | 254 | 0.56
## final timing paths
path	start	endpoint
min	VRESET	current_state[1]
max	current_state[1]	VOUT[2]
min in group clk0	current_state[0]	current_state[0]
max in group asynchronous	VRESET	current_state[0]
min reg2reg	current_state[0]	current_state[0]
max reg2reg	current_state[2]	current_state[2]
Power figures rest on the tool's default switching activity, not on a simulated workload.
