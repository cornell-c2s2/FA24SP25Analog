==> config.mk <==
export PLATFORM = sky130hd
export DESIGN_NAME = FSM_big
export DESIGN_NICKNAME = FSM_big
export VERILOG_FILES = /design/flow/design.v
export SDC_FILE = /design/flow/constraint.sdc
export NUM_CORES = 4
export LEC_CHECK = 1
export CORE_AREA = 10 10 77 77
export DIE_AREA = 0 0 87 87
==> constraint.sdc <==
current_design FSM_big

set clk_period 1.4
set clk_io_pct 0.2

create_clock -name clk0 -period $clk_period [get_ports {CLK}]

set non_clock_inputs [all_inputs -no_clocks]
set_input_delay [expr $clk_period * $clk_io_pct] -clock clk0 $non_clock_inputs
set_output_delay [expr $clk_period * $clk_io_pct] -clock clk0 [all_outputs]
==> design.v <==
module FSM_big (
    input wire RESET,           
    input wire CLK,             
    input wire VCOMP, 		  
    output reg [6:0] OUTEN,	  
    output reg SAR_RESET,		  
    output reg LSBOUT			  
);
    reg [3:0] current_state, next_state;
	reg rst0;
	reg rst;
	always @(posedge CLK) begin
		rst0 <= RESET;
		rst <= rst0;
	end
    always @(*) begin
        case (current_state)
            4'b0000: begin next_state = 4'b0001;   OUTEN = 7'b0000000; SAR_RESET = 1'b1; end
            4'b0001:   begin next_state = 4'b0010;   OUTEN = 7'b1000000; SAR_RESET = 1'b0; end
            4'b0010:   begin next_state = 4'b0011;   OUTEN = 7'b0100000; SAR_RESET = 1'b0; end
            4'b0011:   begin next_state = 4'b0100;   OUTEN = 7'b0010000; SAR_RESET = 1'b0; end
            4'b0100:   begin next_state = 4'b0101;   OUTEN = 7'b0001000; SAR_RESET = 1'b0; end
            4'b0101:   begin next_state = 4'b0110;   OUTEN = 7'b0000100; SAR_RESET = 1'b0; end
            4'b0110:   begin next_state = 4'b0111;   OUTEN = 7'b0000010; SAR_RESET = 1'b0; end
            4'b0111:   begin next_state = 4'b1000;   OUTEN = 7'b0000001; SAR_RESET = 1'b0; end
            4'b1000:   begin next_state = 4'b0000; OUTEN = 7'b0000000; SAR_RESET = 1'b0; end
            default :  next_state = 4'b0000;
        endcase
    end
    always @(posedge CLK) begin
        if (rst)
            current_state <= 4'b0000;  
        else
            current_state <= next_state;  
    end
     always @(*) begin
            LSBOUT <= VCOMP;      
    end
endmodule
==> run.sh <==
#!/bin/bash
# OpenROAD 26Q1-2900-gdf79404cd8, Yosys 0.63+post, stock flow scripts
make -C /OpenROAD-flow-scripts/flow DESIGN_CONFIG=/design/flow/config.mk WORK_HOME=/design/flow/orfs finish
==> impl_metrics.csv <==
group,metric,value,unit
finish,area_growth,34.5,%
cts,cts-resized-gates,0,
timing,untimed_endpoints,16,
finish,lay_top_cells,"dfxtp_1 (11), clkdlybuf4s50_1 (9), dlxtn_1 (8), nor2b_1 (8), clkbuf_8 (3)",
timing,fmaxAchievable,1240,MHz
min_path,min-delay-path-class,"flip-flop to flip-flop",
global_routing,grt_max_degree,10,
timing,finClkSkew,3.07,ps
worst_setup_path,endpoint_kind,"flip-flop",
die,core-area,4350,um^2
timing,finalSetupTns,0,ps
cts,cts_buffer_depth,2,
timing,fin_crit,804,ps
placed_design,place_area,584,um^2
worst_setup_path,worst_ep_arrival_time,920,ps
worst_setup_path,critPathSlowestCell,"dfxtp_1",
global_routing,track_usage,1.89,%
worst_setup_path,cp_top_family,"flip-flops",
timing,worst_pin_slew,363,ps
power_and_ir_drop,leakagePower,0.244,nW
routing,num_vias,243,
cts,cts.clk_slew.worst_paths,50,ps
timing,fin_crit_sh,57.5,%
die,die_h,87,um
worst_setup_path,rr_startpoint,"rst",
synth,syn_inst,40,
worst_setup_path,worstPathCellList,"or2_2",
routing,dr.pass1.iters,2,
run,warning_count,25,
synth,ys_warn_count,1,
timing,rsz0062_at_grt,"no",
cts,cts_setup_buffers,0,
timing,unclocked_regs,8,
run,max_cap_violations,0,
global_routing,grt_pass1_vias,242,
worst_setup_path,required,1510,ps
worst_setup_path,r2r_slack,600,ps
finish,final_layout_top_logic_cell,"dfxtp_1",
placed_design,place_hpwl,542,um
worst_setup_path,critical_path_cell_count,1,
worst_setup_path,rr_endpoint,"current_state[0]",
die,num_rows,24,
outcome,status,"finished clean",
timing,setup_viol_count_final,0,
cts,cts-root-buf,"clkbuf_8",
placed_design,place.gp.congestion,0.714,
finish,final_area,629,um^2
cts,cts_tree,"yes",
timing,maxSlewHeadroom,75.7,%
synth,yosys_area,468,um^2
worst_setup_path,cp_max_fo,9,
worst_setup_path,cpPeakStageDelay,380,ps
finish,drive_gt1_share,13.3,%
power_and_ir_drop,vdd_drop_max,303,uV
finish,instances_no_fill,97,
global_routing,grt_first_pass_wirelength,1130,um
die,die-area,7570,um^2
routing,wl_met1,332,um
placed_design,pre_cts_ws,602,ps
finish,flop_area,340,um^2
finish,fin_util,14.5,%
global_routing,antenna_found_initial,0,
synth,synthDistinctLibCells,11,
worst_setup_path,critPathBufInv,0,
routing,wl_met2,205,um
routing,antenna_left,0,
worst_setup_path,critical_path.startpoint,"rst",
cts,holdBufCountCts,0,
routing,drcViolationCount,0,
synth,synth_area,468,um^2
die,fp_util,10.7,%
routing,n_antenna_cell,0,
synth,numSynthFlops,19,
worst_setup_path,crit_type,"flip-flop to flip-flop",
die,num_io_pins,12,
placed_design,placed_cells,93,
power_and_ir_drop,pwr_density_cell,1070,nW/um^2
routing,wirelength,688,um
routing,routed.top_layer,"met4",
synth,synth_top_area_share,47.1,%
synth,synthTopCellsByArea,"dfxtp_1 (47%), dlxtn_1 (26%), nor2b_1 (11%), clkbuf_1 (4.8%), or4_4 (2.4%)",
cts,cts-buffers-inserted,3,
die,fp.dieW,87,um
worst_setup_path,start_kind,"flip-flop",
timing,setup_ws,596,ps
timing,fin_hold_ws,338,ps
synth,yosysTopAreaCell,"dfxtp_1",
routing,wl_per_cell,7.09,um
timing,hold_viol_final,0,
synth,yosys_cells,40,
routing,routed_via_density,2.51,
cts,htreeDepth,1,
timing,maxSlewViolCount,0,
routing,dr_wl_met3,144,um
finish,logic_area,88.8,um^2
finish,nFillCells,465,
worst_setup_path,reg2reg_depth,1,
synth,syn_avg_cell_area,11.7,um^2
power_and_ir_drop,power,676,uW
worst_setup_path,cp-endpoint,"current_state[0]",
placed_design,numPortBuffers,9,
routing,drtIter0Drc,19,
cts,clock.latency.late_pin,230,ps
global_routing,gr-total-overflow,0,
-- cell usage after synthesis --
library cell and instances:
buf_4 1, clkbuf_1 6, dfxtp_1 11, dlxtn_1 8, dlygate4sd1_1 1, nor2_1 1
nor2b_1 8, nor3_2 1, or2_2 1, or4_1 1, or4_4 1
-- final cells by class --
class / count / area share (%)
sequential: 19 / 54.1
timing repair buffer: 9 / 14.3
multi-input combinational: 13 / 14.1
clock buffer: 4 / 7.16
tap: 52 / 10.3
-- report_power, final --
part	total (mW)	internal (mW)	switching [mW]	leakage (nW)
Sequential	0.350	0.341	0.00854	0.152
Clock	0.301	0.198	0.103	0.0228
Combinational	0.0251	0.0166	0.00847	0.0689
Total	0.676	0.556	0.120	0.244
-- metal layers --
metal / global-route usage, % / vias up
li1: - / 129
met1: 2.58 / 102
met2: 1.87 / 10
met3: 1.98 / 2
met4: 0.442 / 0
met5: 0 / -
-- worst min path at each step --
stage	endpoint	slack, ps	from	depth (start not counted)
after CTS	rst	330	rst0	0
after global routing	rst	340	rst0	0
final	rst	340	rst0	0
-- sequential cells by signal, summed over array words and instances, names as in the netlist --
name and flops:
OUTEN 7, SAR_RESET 1, rst0 1, current_state 9, rst 1
-- cells by family (layout without fill, tap and decap cells) --
logic type / after synthesis / after routing / share of synthesized area, %
buf+inv: 8 / 13 / 8.29
flops: 11 / 11 / 47.1
latches: 8 / 8 / 25.7
simple gates: 13 / 13 / 19.0
No activity file was given, so power comes from the tool's default toggle rates.
